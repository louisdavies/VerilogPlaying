===== run.sh =====
#!/bin/bash
# OpenROAD 26Q1-2900-gdf79404cd8, Yosys 0.63+post, stock flow scripts
make -C /OpenROAD-flow-scripts/flow DESIGN_CONFIG=/design/flow/config.mk WORK_HOME=/design/flow/orfs finish

===== config.mk =====
export PLATFORM = sky130hd
export DESIGN_NAME = fft
export DESIGN_NICKNAME = fft
export VERILOG_FILES = /design/flow/design.v
export SDC_FILE = /design/flow/constraint.sdc
export NUM_CORES = 4
export LEC_CHECK = 1
export CORE_AREA = 10 10 92 92
export DIE_AREA = 0 0 102 102

===== constraint.sdc =====
current_design fft

set clk_period 1.0
set clk_io_pct 0.2

create_clock -name clk0 -period $clk_period [get_ports {clk}]

set non_clock_inputs [all_inputs -no_clocks]
set_input_delay [expr $clk_period * $clk_io_pct] -clock clk0 $non_clock_inputs
set_output_delay [expr $clk_period * $clk_io_pct] -clock clk0 [all_outputs]

===== design.v =====
module fft	#(parameter N = 1,
			DATA_WIDTH = 16)
			(input wire [DATA_WIDTH*2*N-1:0] cplx_data_in,
			input wire clk, en, n_rst,
			output wire [DATA_WIDTH*2*N-1:0] cplx_data_out,
			output wire en_out);
reg [DATA_WIDTH*2*N-1:0] data_out;
wire [DATA_WIDTH*2*N-1:0] butterfly_out;
reg en_o, en_1, en_2;
wire [DATA_WIDTH*N-1:0] data_out_t, data_out_b;
wire en_t, en_0_butterfly;
assign cplx_data_out 	= en_o ? data_out 	: {DATA_WIDTH*2*N{1'bZ}};
assign en_out			= en_o;
generate
	if (N==1) begin : trivial_fft
		always @(posedge clk)
		begin
			data_out 	<= cplx_data_in;
			en_o		<= en;
		end
	end else begin : split_fft
		butterfly #(.N(N), .DATA_WIDTH(DATA_WIDTH)) butterfly (.cplx_data_in(cplx_data_in),
															.clk(clk), .en(en),
															.cplx_data_out(butterfly_out),
															.en_out(en_o_butterfly));
		fft #(.N(N/2), .DATA_WIDTH(DATA_WIDTH)) fft_top		(.cplx_data_in(butterfly_out[DATA_WIDTH*2*N-1:DATA_WIDTH*N]),
															.clk(clk), .en(en_o_butterfly), .n_rst(),
															.cplx_data_out(data_out_t),
															.en_out(en_t));
		fft #(.N(N/2), .DATA_WIDTH(DATA_WIDTH)) fft_bottom	(.cplx_data_in(butterfly_out[DATA_WIDTH*N-1:0]),
															.clk(clk), .en(en_o_butterfly), .n_rst(),
															.cplx_data_out(data_out_b),
															.en_out(en_b));
		always @(posedge clk)
		begin
			en_o <= en_t & en_b;
			data_out <= {data_out_t, data_out_b};
		end
	end  
endgenerate
endmodule

==> results.yml <==
# physical design summary
run_status:
  status: "finished clean"
power:
  ir_drop_uv: 726
  p_per_area_nw_per_um2: 1750
  p_leak_nw: 0.593
global_route:
  antenna_found_initial: 0
  grt_pass1_wl_um: 3060
  grt_usage_pct: 3.89
  grt-ovfl-total: 0
  grt_max_degree: 10
  grt_pass1_vias: 564
sta:
  drv_slew: 0
  hold_violations: 0
  min_period_ns: 0.960
  finalSetupTns_ns: 0
  rsz0062_at_grt: "false"
  slew_headroom_pct: 95.7
  fmax_mhz: 1040
  min_period_over_period_pct: 96.0
  setup_viol: 0
  tightest_slew_ns: 0.0642
  setup_ws_ns: 0.0399
floorplan:
  core_area_um2: 6460
  die-area_um2: 10400
  die_w_um: 102
  ioPinCount: 68
  fp-utilization_pct: 10.2
  row_count: 29
  die_h_um: 102
worst_setup_path:
  critPathCaptureType: "primary output"
  crit_end: "cplx_data_out[18]"
  worst-path-max-fanout: 1
  slowest_stage: "dfxtp_2"
  path_buffers: 1
  critical-path-max-stage-delay_ns: 0.32
  crit_cells: 1
  required_ns: 0.80
  startpoint: "data_out[18]"
  crit_chain: "clkdlybuf4s15_1"
  critPathKind: "reg -> out"
  crit_path_start_kind: "flop"
  crit_arrival_ns: 0.76
  cp_top_family: "flip-flops"
cells_and_area:
  comb.multi_input.count: 0
  drive_above_1_share_pct: 22.4
  comb_area_um2: 0
  syn2layout_area_growth_pct: 120
  flop_area_um2: 671
  fillers: 675
clock_tree:
  hold_buffers: 0
  clock-root-buffer: "clkbuf_8"
  clkTransAtPathRegs_ns: 0.06
  htree_levels: 2
  cts_buffer_depth: 2
  clkSinkCount: 33
  cts_buffers: 5
  cts_tree: "built"
yosys:
  top_area_cell: "dfxtp_1"
  synth_area_um2: 661
  yosys_warnings: 2
  common_cells: "dfxtp_1 (33)"
  flop_cell: "dfxtp_1"
  synth.most_common_cell: "dfxtp_1"
  ys_ff: 33
  ys_seq_share_pct: 100
  async_reset_ff_share_pct: 0
  ys_area_um2: 661
  synth_top_area_share_pct: 100
  ys_top_cells_by_area: "dfxtp_1 (100%)"
  postSynthAreaPerCell_um2: 20.0
  synthCells: 33
  synth-edff-count: 0
  synth_cell_types: 1
  ys_cells: 33
routing:
  num_vias: 495
  drt_first_pass_iters: 2
  ant_nets: 0
  vias_per_cell: 2.69
  drc: 0
  routedWlPerCell_um: 11.8
  finalWirelength_um: 2170
  drt_iter0_drc: 6
  diodes: 0
placed_design:
  io_buffers: 66
  dp_slack_ns: 0.0115
  gp_congestion: 0.652
job:
  tool_warnings: 26
  maxCapViolations: 0
min_path:
  hold_class: "in -> reg"
[per-stage QoR]
step                      instances  instance area (um2)  power, mW  hold WS, ns  util (%)
after global placement          176                 1420       1.68        0.649      21.9
after floorplan                  33                  661       1.41        0.228         -
after global routing            184                 1450       2.70        0.340      22.5
after detailed placement        176                 1420       1.68        0.652      21.9
final                           184                 1450       2.54        0.362      22.5
after CTS                       184                 1500       2.63        0.344      23.3
[sequential cells by signal, indices dropped and copies added, names as in the netlist]
register,flops
data_out,32
en_o,1
[worst min path at each step]
stage,cells after the start,slack (ns),from,to
CTS,1,0.34,cplx_data_in[18],data_out[18]
global route,1,0.34,cplx_data_in[18],data_out[18]
finish,1,0.36,cplx_data_in[6],data_out[6]
[metal layers]
metal  part of all wire (%)  up-vias  GRT usage (%)
li1                       -      246              -
met1                     37      201           4.13
met2                     42       46           5.43
met3                     21        2           3.95
met4                   0.51        0          0.651
met5                      0        -              0
[repair_timing]
action | 4_1_cts | 5_1_grt
buffers inserted | 0 | 0
gates resized | 70 | 16
endpoints found under the setup margin | 33 | 13
[power breakdown]
| group | total [mW] | internal (mW) | switching (mW) |
|---|---|---|---|
| Sequential | 1.40 | 1.39 | 0.0151 |
| Clock | 0.929 | 0.494 | 0.435 |
| Combinational | 0.204 | 0.177 | 0.0270 |
[cells in the final DEF, fill, tap and decap left out]
cell type        synthesis  final
clkdlybuf4s50_1          0     33
clkbuf_2                 0     10
clkdlybuf4s15_1          0     22
dfxtp_1                 33     25
dfxtp_2                  0      8
clkbuf_1                 0      3
clkbuf_8                 0      5
buf_2                    0      1
[cell type report]
class	instances	area share, %
Sequential cell	33	46.2
Timing Repair Buffer	66	41.7
Clock buffer	8	5.51
Tap cell	77	6.63
[cell families after synthesis]
group / Yosys count / share of synthesized area, %
flip-flops: 33 / 100
Power figures rest on the tool's default switching activity, not on a simulated workload.
