--- design/flow/design.v ---
module butterfly #(parameter N = 2,
				DATA_WIDTH = 16)
				(input wire [DATA_WIDTH*2*N-1:0] cplx_data_in,
				input wire clk, en,
				output wire [DATA_WIDTH*2*N-1:0] cplx_data_out,
				output wire en_out);
reg en_o;
reg [DATA_WIDTH*2*N-1:0] data_in, data_out;
reg signed [DATA_WIDTH-1:0] weight_real[0:N/2-1], weight_imag[0:N/2-1];
reg signed [DATA_WIDTH*2-1:0] subtracted[0:N/2-1], added[0:N/2-1];
reg signed [DATA_WIDTH*2-2:0] cplx_mult_a[0:N/2-1], cplx_mult_b[0:N/2-1];
reg signed [DATA_WIDTH-1:0] subtracted_r[0:N/2-1], subtracted_i[0:N/2-1], added_r[0:N/2-1], added_i[0:N/2-1];
reg signed [DATA_WIDTH-1:0] A_r[0:N/2-1], A_i[0:N/2-1], B_r[0:N/2-1], B_i[0:N/2-1];
assign cplx_data_out = en_o ? data_out : {DATA_WIDTH*2*N{1'bZ}};
assign en_out = en_o;
genvar i;
generate
	for(i=0; i<N/2; i=i+1) begin : crossover
		initial begin
			weight_real[i] <= $cos(2*22/7*i/N)*(2**(DATA_WIDTH-1)-1);
			weight_imag[i] <= -$sin(2*22/7*i/N)*(2**(DATA_WIDTH-1)-1);
		end
		always @(posedge clk) begin
			A_r[i] <= data_in[DATA_WIDTH*(2*i+1)-1 -: DATA_WIDTH];
			A_i[i] <= data_in[DATA_WIDTH*(2*i+2)-1 -: DATA_WIDTH];
			B_r[i] <= data_in[DATA_WIDTH*(2*i+N+1)-1 -: DATA_WIDTH];
			B_i[i] <= data_in[DATA_WIDTH*(2*i+N+2)-1 -: DATA_WIDTH];
			subtracted_r[i] 	<= A_r[i] - B_r[i];
			subtracted_i[i]		<= A_i[i] - B_i[i];
			added_r[i] 			<= A_r[i] + B_r[i];
			added_i[i] 			<= A_i[i] + B_i[i];
			added[i] 			<= {added_r[i], added_i[i]};
			data_out[DATA_WIDTH*(2*i + 1)-1 -: DATA_WIDTH] 	<= added_r[i];  
			data_out[DATA_WIDTH*(2*i + 2)-1 -: DATA_WIDTH] 	<= added_i[i];
			cplx_mult_a[i] <= subtracted_r[i] * weight_real[i] - subtracted_i[i] * weight_imag[i];  
			cplx_mult_b[i] <= subtracted_r[i] * weight_imag[i] + subtracted_i[i] * weight_real[i];  
			data_out[DATA_WIDTH*(2*i + N + 1)-1 -: DATA_WIDTH] 	<= cplx_mult_a[i][DATA_WIDTH*2-2 -: DATA_WIDTH];  
			data_out[DATA_WIDTH*(2*i + N + 2)-1 -: DATA_WIDTH] 	<= cplx_mult_b[i][DATA_WIDTH*2-2 -: DATA_WIDTH];
		end
	end  
endgenerate
always @(posedge clk)
begin
	data_in <= cplx_data_in;
	en_o <= en;
end
endmodule
--- design/flow/run.sh ---
#!/bin/bash
# OpenROAD 26Q1-2900-gdf79404cd8, Yosys 0.63+post, stock flow scripts
make -C /OpenROAD-flow-scripts/flow DESIGN_CONFIG=/design/flow/config.mk WORK_HOME=/design/flow/orfs finish
--- design/flow/config.mk ---
export PLATFORM = sky130hd
export DESIGN_NAME = butterfly
export DESIGN_NICKNAME = butterfly
export VERILOG_FILES = /design/flow/design.v
export SDC_FILE = /design/flow/constraint.sdc
export NUM_CORES = 4
export LEC_CHECK = 1
export CORE_UTILIZATION = 50
--- design/flow/constraint.sdc ---
current_design butterfly

set clk_period 8.1
set clk_io_pct 0.2

create_clock -name clk0 -period $clk_period [get_ports {clk}]

set non_clock_inputs [all_inputs -no_clocks]
set_input_delay [expr $clk_period * $clk_io_pct] -clock clk0 $non_clock_inputs
set_output_delay [expr $clk_period * $clk_io_pct] -clock clk0 [all_outputs]
==> run_summary.xml <==
<?xml version="1.0" encoding="UTF-8"?>
<metrics>
  <group name="clocking">
    <metric name="clkLatencyLatePin" unit="ns">0.58</metric>
    <metric name="tritoncts_num_sinks" unit="">287</metric>
    <metric name="cts-root-buf" unit="">sky130_fd_sc_hd__clkbuf_16</metric>
    <metric name="tritoncts" unit="">built</metric>
    <metric name="cts_hold_buf" unit="">0</metric>
    <metric name="clock_tree.buffer_depth" unit="">3</metric>
    <metric name="post_cts.resized_instances" unit="">0</metric>
    <metric name="numCtsBuffers" unit="">30</metric>
    <metric name="ctsHtreeMaxLevel" unit="">1</metric>
    <metric name="worst_setup_hold_path_clk_slew" unit="ns">0.07</metric>
    <metric name="post-cts-setup-buffers" unit="">0</metric>
  </group>
  <group name="synthesis">
    <metric name="flop_cell" unit="">sky130_fd_sc_hd__dfxtp_1</metric>
    <metric name="mux_share" unit="%">0.0916</metric>
    <metric name="simple_gate_area_share" unit="%">5.08</metric>
    <metric name="xor_area_share" unit="%">5.09</metric>
    <metric name="synthTopLogicFamily" unit="">adder cells</metric>
    <metric name="synthesis.area_per_instance" unit="sq um">10.6</metric>
    <metric name="synth-cells-yosys" unit="">2055</metric>
    <metric name="yosys_warnings" unit="">15</metric>
    <metric name="syn_area" unit="sq mm">0.0219</metric>
    <metric name="synth_top_area_share" unit="%">28.9</metric>
    <metric name="ys_seq_share" unit="%">26.3</metric>
    <metric name="synth.largest_area_cell" unit="">sky130_fd_sc_hd__fa_1</metric>
    <metric name="synth_flops" unit="">287</metric>
    <metric name="synth_chip_area" unit="sq mm">0.0219</metric>
    <metric name="common_cells" unit="">sky130_fd_sc_hd__inv_1, sky130_fd_sc_hd__ha_1, sky130_fd_sc_hd__fa_1</metric>
    <metric name="synth.lib_cells_used.distinct" unit="">56</metric>
    <metric name="yosys-top-cells-area" unit="">sky130_fd_sc_hd__fa_1, sky130_fd_sc_hd__dfxtp_1, sky130_fd_sc_hd__ha_1</metric>
    <metric name="syn_inst" unit="">2055</metric>
    <metric name="post_synth_ao_oa_area_fraction" unit="%">5.22</metric>
    <metric name="share_of_async_settable_or_async_resettable_flops_after_synthesis" unit="%">0</metric>
    <metric name="netlist.top_cell.by_instances" unit="">sky130_fd_sc_hd__inv_1</metric>
    <metric name="yosys.area_share.adder" unit="%">48.2</metric>
    <metric name="enable_flop_cells" unit="">0</metric>
  </group>
  <group name="setup_path">
    <metric name="cp_max_fo" unit="">5</metric>
    <metric name="critPathArrivalTime" unit="ns">7.55</metric>
    <metric name="crit_path_top_delay_cell" unit="">sky130_fd_sc_hd__fa_1</metric>
    <metric name="slowest_delay" unit="ns">0.57</metric>
    <metric name="critical_path.startpoint_type" unit="">flip-flop</metric>
    <metric name="crit_required" unit="ns">8.57</metric>
    <metric name="worstPathCellList" unit="">inv_1 &gt; ha_1 &gt; xor2_1 &gt; inv_1 &gt; fa_1 &gt; inv_1 &gt; fa_1 &gt; fa_1 &gt; inv_1 &gt; fa_1 &gt; inv_1 &gt; ha_1 &gt; inv_1 &gt; fa_1 &gt; fa_1 &gt; ha_1 &gt; and3_1 &gt; and3_1 &gt; nor3_1 &gt; a21oi_1 &gt; o41a_1 &gt; a21boi_0 &gt; o21ai_0 &gt; xor2_1</metric>
    <metric name="ff2ff_path_depth" unit="">24</metric>
    <metric name="critPathCaptureType" unit="">flip-flop</metric>
    <metric name="worst-setup-path-type" unit="">flip-flop to flip-flop</metric>
  </group>
  <group name="grt">
    <metric name="grt_pass1_vias" unit="">13479</metric>
    <metric name="grt_pass1_wl" unit="microns">64900</metric>
    <metric name="largest_net_degree_at_the_start_of_global_routing" unit="">28</metric>
    <metric name="global_route.usage.total" unit="%">19.7</metric>
    <metric name="grt_antenna_before_repair" unit="">0</metric>
    <metric name="grt-ovfl-total" unit="">0</metric>
  </group>
  <group name="sta">
    <metric name="report.final.slew_viol_count" unit="">0</metric>
    <metric name="timing.final.setup_violations" unit="">0</metric>
    <metric name="finClkSkew" unit="ns">0.0113</metric>
    <metric name="period_needed" unit="ns">7.08</metric>
    <metric name="holdWs" unit="ns">0.319</metric>
    <metric name="post-route-period-util" unit="%">87.4</metric>
    <metric name="max_freq" unit="MHz">141</metric>
    <metric name="tns" unit="ns">0</metric>
    <metric name="unrepaired_setup_endpoints_after_global_routing" unit="">false</metric>
    <metric name="worst_slew_pin_slew" unit="ns">0.650</metric>
    <metric name="max-slew-margin-rel" unit="%">56.6</metric>
    <metric name="timing_hold_violations_final" unit="">0</metric>
  </group>
  <group name="min_path">
    <metric name="min-delay-path-class" unit="">flip-flop to flip-flop</metric>
    <metric name="min_path_cells" unit="">0</metric>
  </group>
  <group name="floorplanning">
    <metric name="boundary_pin_count" unit="">131</metric>
    <metric name="horizontal_die_dimension" unit="microns">211</metric>
    <metric name="die_h" unit="microns">211</metric>
    <metric name="core_util_floorplan" unit="%">50.7</metric>
    <metric name="placement_rows" unit="">76</metric>
    <metric name="core_region_area" unit="sq mm">0.0431</metric>
    <metric name="design.die.area" unit="sq mm">0.0446</metric>
  </group>
  <group name="flow_run">
    <metric name="maximum_capacitance_violations" unit="">0</metric>
    <metric name="warnings" unit="">79</metric>
  </group>
  <group name="detailed_routing">
    <metric name="dr.pass1.iters" unit="">5</metric>
    <metric name="detail_route.vias_per_cell" unit="">4.57</metric>
    <metric name="antenna_cells" unit="">0</metric>
    <metric name="route.detailed.wl_per_inst" unit="microns">13.8</metric>
    <metric name="route.detailed.drc" unit="">0</metric>
    <metric name="drt_iter0_markers" unit="">462</metric>
    <metric name="totalWireLength" unit="microns">38900</metric>
    <metric name="dr_total_vias" unit="">12839</metric>
    <metric name="drtAntennaViolNets" unit="">0</metric>
  </group>
  <group name="place">
    <metric name="dp_wirelength" unit="microns">33800</metric>
    <metric name="globalplace.congestion" unit="">0.950</metric>
    <metric name="numPortBuffers" unit="">130</metric>
  </group>
  <group name="layout">
    <metric name="post_route_cells_drive_above_1_share" unit="%">3.32</metric>
    <metric name="area_growth_syn_to_layout" unit="%">13.6</metric>
  </group>
  <group name="run_status">
    <metric name="outcome" unit="">complete, no violations</metric>
  </group>
</metrics>
[worst max-delay path, delay by kind of cell, from the launching register on]
kind	cells	cell delay, ns
adder cells (fa/ha/maj)	9	3.97
AND/OR/NAND/NOR	3	0.54
AND-OR/OR-AND	4	1.11
XOR/XNOR	2	0.47
flip-flops	1	0.43
buffers and inverters	6	0.44
[kinds of logic after synthesis]
logic type / count (synthesis)
compound gates: 181
buf+inv: 587
xor+xnor: 127
simple gates: 219
fa+ha+maj: 652
mux: 2
flops: 287
[sequential cells by signal, summed over array words and instances (netlist names)]
register	flops
A_i	16
A_r	16
B_i	16
B_r	16
added_i	16
added_r	16
cplx_mult_a	16
cplx_mult_b	16
data_in	64
data_out	64
en_o	1
subtracted_i	15
subtracted_r	15
[cells in the final DEF (no fill, tap or decap), drive strengths merged, types with 4 or more instances in the layout]
master / Yosys / routed
a211oi: 4 / 4
o21ai: 37 / 37
ha: 334 / 334
xor2: 46 / 46
nor2: 54 / 54
clkbuf: 14 / 38
fa: 316 / 316
o211ai: 10 / 10
a221oi: 5 / 5
nor2b: 15 / 15
nand3: 22 / 22
a21oi: 64 / 64
inv: 570 / 572
clkdlybuf4s50: 0 / 130
nand2: 40 / 40
a31oi: 11 / 11
nand4: 5 / 5
nand2b: 14 / 14
clkinv: 1 / 10
dfxtp: 287 / 287
a21o: 13 / 13
o21bai: 12 / 12
and3: 9 / 9
nor3: 17 / 17
xnor2: 81 / 81
or3: 7 / 7
or2: 17 / 17
nand3b: 7 / 7
[final cells by class]
class | count | area [sq um]
inverter | 571 | 2140
clock inverter | 16 | 178
sequential | 287 | 5750
clock buffer | 38 | 801
fill | 3626 | 18200
timing repair buffer | 133 | 1320
tap | 585 | 732
multi-input combinational | 1181 | 13900
[final timing paths]
check	from	to	slack, ns
setup / recovery	subtracted_r[0][14]	cplx_mult_a[0][29]	1.02
hold / removal	cplx_mult_a[0][26]	data_out[43]	0.32
hold reg to reg	cplx_mult_a[0][26]	data_out[43]	0.32
setup reg to reg	subtracted_r[0][14]	cplx_mult_a[0][29]	1.02
[stage by stage]
| step | std cells | utilization, % | cell area, sq um | setup WS [ns] |
|---|---|---|---|---|
| floorplan | 2055 | - | 21900 | 1.20 |
| finish | 2811 | 57.7 | 24800 | 1.02 |
| global route | 2811 | 57.7 | 24800 | 0.632 |
| global placement | 2757 | 55.4 | 23900 | 1.12 |
| CTS | 2811 | 57.7 | 24800 | 0.995 |
| detailed placement | 2757 | 55.4 | 23900 | 1.01 |
[layer usage]
layer  GRT usage [%]  vias to the layer above  wire length, microns
li1                -                     6560                     -
met1            32.8                     5922                 19200
met2            25.7                      322                 15300
met3            8.46                       35                  3800
met4            2.40                        0                   591
met5           0.556                        -                     0
